==> /design/flow/design.v <==
module cxs_tx_256to512 (
    input  logic          cxs_clk,
    input  logic          cxs_rst_n,
    input  logic          cxs_valid,
	input  logic          cxs_last,
	input  logic          cxs_activereq,
    input  logic          cxs_crdrtn,      
    input  logic [1:0]    pkt_send_sts,
    input  logic [2:0]    cxs_prcltype,
  	input  logic [13:0]	  cxs_cntl,	
	input  logic [255:0]  cxs_data,
    output logic          cxs_activeack,
    output logic          cxs_crdgnt,
    output logic          cxs_deacthint,
    input  logic          rx_ready,
    output logic          tx_valid,
    output logic          tx_pkt_vld,
  	output logic [511:0]  tx_pkt_data
);
    logic        	tx_cxs_intf_rdy;
    logic [511:0]	data_buffer;
    logic [255:0] 	header;
always_ff @(posedge cxs_clk or negedge cxs_rst_n) 
  if (!cxs_rst_n)			tx_valid <= 1'b0;
  else if(cxs_activereq)	tx_valid <= 1'b1;
  else 						tx_valid <= 1'b0;
always_ff @(posedge cxs_clk or negedge cxs_rst_n) 
  if (!cxs_rst_n)								cxs_activeack <= 1'b0;
  else if(cxs_activereq & tx_valid & rx_ready)	cxs_activeack <= 1'b1;
  else if(!cxs_activereq)						cxs_activeack <= 1'b0;
always_ff @(posedge cxs_clk or negedge cxs_rst_n) 
  if (!cxs_rst_n)												tx_cxs_intf_rdy <= 1'b0;
  else if(cxs_activereq & tx_valid & rx_ready & cxs_activeack)	tx_cxs_intf_rdy <= 1'b1;
  else 															tx_cxs_intf_rdy <= 1'b0;
always_ff @(posedge cxs_clk or negedge cxs_rst_n) 
    if (!cxs_rst_n) cxs_deacthint <= 1'b0;
	else			cxs_deacthint <= (cxs_activeack & (!cxs_activereq)); 
always_ff @(posedge cxs_clk or negedge cxs_rst_n)
  if (!cxs_rst_n)	cxs_crdgnt <= 1'b0;
  else 				cxs_crdgnt <= tx_cxs_intf_rdy;
always_ff @(posedge cxs_clk or negedge cxs_rst_n) 
  if (!cxs_rst_n) 										data_buffer <= 512'h0;
  else if (cxs_valid & tx_cxs_intf_rdy & cxs_crdgnt)	data_buffer <= {cxs_data, cxs_data};  
  else 													data_buffer <= 512'h0;  
logic        dp;                      
logic        cp;                      
logic [1:0]  cxs_maxpktperflit;       
logic [1:0]  cxs_dataflitwidth;       
assign header = {
    dp,                           
    cp,                           
    205'h0,                       
    cxs_maxpktperflit,            
    cxs_dataflitwidth,            
    cxs_last,                     
    30'h0,                        
    cxs_cntl                      
};
logic pkt_ready;
assign #10 pkt_ready = cxs_valid & tx_cxs_intf_rdy & cxs_crdgnt & rx_ready;
always_ff @(posedge cxs_clk or negedge cxs_rst_n) 
  if (!cxs_rst_n)          tx_pkt_vld <= 1'b0;
  else if (pkt_ready)      tx_pkt_vld <= 1'b1;
  else                     tx_pkt_vld <= 1'b0;
always_ff @(posedge cxs_clk or negedge cxs_rst_n) 
  if (!cxs_rst_n)                tx_pkt_data <= 512'h0;
  else if (pkt_ready)            tx_pkt_data <= {header, cxs_data};
  else                           tx_pkt_data <= tx_pkt_data;
endmodule
==> /design/flow/run.sh <==
#!/bin/bash
# OpenROAD 26Q1-2900-gdf79404cd8, Yosys 0.63+post, stock flow scripts
make -C /OpenROAD-flow-scripts/flow DESIGN_CONFIG=/design/flow/config.mk WORK_HOME=/design/flow/orfs finish
==> /design/flow/config.mk <==
export PLATFORM = sky130hd
export DESIGN_NAME = cxs_tx_256to512
export DESIGN_NICKNAME = cxs_tx_256to512
export VERILOG_FILES = /design/flow/design.v
export SDC_FILE = /design/flow/constraint.sdc
export NUM_CORES = 4
export LEC_CHECK = 1
export CORE_AREA = 10 10 310 310
export DIE_AREA = 0 0 320 320
==> /design/flow/constraint.sdc <==
current_design cxs_tx_256to512

set clk_period 11.2
set clk_io_pct 0.2

create_clock -name clk0 -period $clk_period [get_ports {cxs_clk}]

set non_clock_inputs [all_inputs -no_clocks]
set_input_delay [expr $clk_period * $clk_io_pct] -clock clk0 $non_clock_inputs
set_output_delay [expr $clk_period * $clk_io_pct] -clock clk0 [all_outputs]
==> Changelog: implementation <==
### Implementation results

* Synthesized cell area at 12500 um2
* Initial Util at 14.0%
* First-pass GRT wire length at 65.3 mm
* Drt first pass iters at 4
* Fin crit period at 4650 ps
* Core box area at 88800 um2
* Layout cell share with drive strength beyond 1 at 23.8%
* Yosys cell count at 825
* Fin crit share at 41.5%
* Final Hold Viols at 0
* Slowest cell on crit path: buf_4
* Util after Layout at 22.0%
* CTS Buf Count at 38
* PortBufs at 551
* DR iter-0 viols at 294
* Post-CTS sizing at 0
* Layout area overhead at 56.3%
* Vias per cell at 3.03
* Slew @ Worst Pin at 737 ps
* Cells along the critical path: clkdlybuf4s50_1, and4_4, buf_4, buf_12, mux2_2
* Rel. slew slack at 50.9%
* Arrival time of the worst setup path at 5070 ps
* IO Count at 799
* Hold_sp: tx_cxs_intf_rdy
* Post-CTS Setup Repair Bufs at 0
* Vias in the first global route at 8742
* Mean Syn Cell Area at 15.1 um2
* TritonCTS sink count at 277
* Die H at 320 um
* Seq/Total Area, Yosys at 55.6%
* Yosys stat area at 12500 um2
* Max_cap viols at 0
* Die W at 320 um
* RSZ-0062 raised after global routing: false
* Seq cells post-synth at 277
* Antenna Violating Nets Remaining at 0
* Clk buf depth at 3
* Setup Viol. Count Final at 0
* Initial antenna violation count at 17
* Synth Instances at 825
* Total Routed Length at 46.5 mm
* Worst skew pair latency at 540 ps
* Worst Path Required at 11620 ps
* Slew Viols, Final at 0
* Tool warnings at 31
* Startpoint Class: input pin
* Root buf cell: clkbuf_16
* CP Capture Type: flop
* HP Class: flop to flop
* Worst Hold Slack at 387 ps
* Path type of the worst setup path: input pin to flop
* Routability-driven placement congestion ratio at 0.824
* Reg2reg start: cxs_crdgnt
* Crit. Startpoint: rx_ready
* H-Tree Depth at 2
* CTS clk-pin slew, worst paths at 50 ps
* # rows at 109
* CP peak stage delay at 670 ps
* Setup TNS at 0 ps
* Synth unique cells at 12
* Worst vdd ir at 0.0000916 V
* DRC viols at 0
* Tot GR Track Use at 8.71%
* CTS tree: done
* Cell area power density at 120 nW/um2
* Clock Skew at 7.71 ps
* Largest net degree at the start of global routing at 83
* CTS Hold Bufs at 0
* Worst-path maximum fanout at 82
* Warnings, synthesis at 7
* LEAKAGE at 8.84 nW
* Per-cell routed wire length at 18.0 um
* Die area at 102000 um2
* Maximum clock frequency at 0.215 GHz
* Dpl hpwl at 37.4 mm
* Vias at 7851
* Status: complete, no violations
* Grt ovf at 0
[worst max-delay path: cells and delay by family]
family	cells	cell delay [ps]
simple gates	1	520
mux	1	400
buf+inv	3	1660
[path summary, 6_finish.rpt]
path                                    end  slack [ps]  depth (start not counted)
setup / recovery           tx_pkt_data[261]        6550                          5
hold / removal                   cxs_crdgnt         390                          0
setup reg to reg           tx_pkt_data[261]        8380                          4
hold reg to reg                  cxs_crdgnt         390                          0
max in group asynchronous  tx_pkt_data[256]        7900                          3
min in group asynchronous  tx_pkt_data[165]        1600                          1
[logic make-up after synthesis]
logic type | synth area share (%)
AND-OR/OR-AND | 0.0401
buffers and inverters | 17.2
flip-flops | 55.6
multiplexers | 26.9
other | 0.0301
AND/OR/NAND/NOR | 0.261
[synth_stat cells]
master     n  share of area, %
a21oi_1    1             0.040
mux2_2   192                17
buf_6      1             0.090
and4_1     1             0.070
buf_12     9               1.4
dfrtp_1  277                56
nor2b_1    2              0.10
mux2_4    79               9.5
and4_4     1             0.090
buf_4    260                16
conb_1     1             0.030
buf_2      1             0.040
[where the power goes]
group | internal [mW] | switching [mW]
Sequential | 1.01 | 0.00340
Clock | 0.711 | 0.464
Combinational | 0.0996 | 0.0473
Total | 1.82 | 0.515
[state kept, by name, summed over array words and instances (netlist names)]
| register | cells |
|---|---|
| cxs_activeack | 1 |
| tx_pkt_vld | 1 |
| tx_valid | 1 |
| tx_cxs_intf_rdy | 1 |
| cxs_deacthint | 1 |
| tx_pkt_data | 271 |
| cxs_crdgnt | 1 |
[cells in the final DEF, fill, tap and decap left out]
cell type,instances
clkbuf_8,8
buf_4,9
clkinv_2,3
nor2b_1,2
dfrtp_1,277
clkdlybuf4s50_1,550
inv_6,1
clkinv_4,1
and4_1,1
conb_1,241
a21oi_1,1
buf_8,1
bufinv_16,1
clkinvlp_4,2
mux2_4,79
clkbuf_16,39
clkbuf_1,9
and4_4,1
mux2_2,192
buf_12,1
diode_2,4
[per-stage QoR]
stage          worst slack (ps)  instances  area, um2  power (mW)
3_3_place_gp               6020       2520      18300        1.18
2_1_floorplan              7910       1065      13400        1.09
4_1_cts                    6630       2584      19500        2.41
5_1_grt                    6460       2587      19500        2.45
3_5_place_dp               6010       2520      18300        1.18
6_report                   6550       2588      19500        2.33
[per-layer routing]
layer  share of wire, %  GRT usage (%)  routed length [um]  vias up
li1                   -              -                   -     3462
met1                 37           9.89               17000     3793
met2                 45           13.4               21100      488
met3                 14           5.50                6710       84
met4                3.4           2.64                1560       24
met5               0.35              0                 165        -
[area by class of cell]
class / instances / area (um2)
fillers: 9442 / 69300
diodes: 4 / 10.0
multi-input cells: 517 / 4290
clock inverters: 8 / 77.6
flip-flops and latches: 277 / 6930
clock buffers: 56 / 1120
well taps: 1165 / 1460
repair buffers: 561 / 5610
Power and IR drop assume default switching activity.
